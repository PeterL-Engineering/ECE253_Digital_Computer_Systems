--- /design/flow/design.v ---
module D_FF
#(parameter WIDTH = 1)(
    input logic clk,
    input logic reset_b,     
    input logic [WIDTH-1:0] d,
    output logic [WIDTH-1:0] q
);
    always_ff @(posedge clk)
    begin
        if (reset_b)          
            q <= {WIDTH{1'b0}};
        else 
            q <= d;
    end
endmodule
module part1(
    input logic clock, 
    input logic reset, 
    input logic ParallelLoadn, 
    input logic RotateRight, 
    input logic ASRight,
    input logic [3:0] Data_IN,
    output logic [3:0] Q
);
    logic [3:0] LOAD, ROTATE_OUT;
    logic ASR_CLOCK;  
    always_comb begin
        case (ParallelLoadn)
            1'b0: LOAD = Data_IN;       
            1'b1: LOAD = ROTATE_OUT;    
            default: LOAD = 4'b0000;    
        endcase
    end
    always_comb begin
        if (ASRight) begin
            ROTATE_OUT = {Q[3], Q[3:1]};   
        end else if (RotateRight) begin
            ROTATE_OUT = {Q[0], Q[3:1]};   
        end else begin
            ROTATE_OUT = {Q[2:0], Q[3]};   
        end
    end
    always_comb begin
        ASR_CLOCK = ASRight ? 1'b0 : clock;
    end
    D_FF u3(
        .clk(ASR_CLOCK),   
        .reset_b(reset),
        .d(LOAD[3]),       
        .q(Q[3]) 
    );
    D_FF u2(
        .clk(clock),
        .reset_b(reset),
        .d(LOAD[2]),      
        .q(Q[2]) 
    );
    D_FF u1(
        .clk(clock),
        .reset_b(reset),
        .d(LOAD[1]),      
        .q(Q[1]) 
    );
    D_FF u0(
        .clk(clock),
        .reset_b(reset),
        .d(LOAD[0]),       
        .q(Q[0]) 
    );
endmodule
--- /design/flow/run.sh ---
#!/bin/bash
# OpenROAD 26Q1-2900-gdf79404cd8, Yosys 0.63+post, stock flow scripts
make -C /OpenROAD-flow-scripts/flow DESIGN_CONFIG=/design/flow/config.mk WORK_HOME=/design/flow/orfs finish
--- /design/flow/config.mk ---
export PLATFORM = sky130hd
export DESIGN_NAME = part1
export DESIGN_NICKNAME = part1
export VERILOG_FILES = /design/flow/design.v
export SDC_FILE = /design/flow/constraint.sdc
export NUM_CORES = 4
export LEC_CHECK = 1
export CORE_AREA = 10 10 70 70
export DIE_AREA = 0 0 80 80
--- /design/flow/constraint.sdc ---
current_design part1

set clk_period 1.0
set clk_io_pct 0.2

create_clock -name clk0 -period $clk_period [get_ports {clock}]

set non_clock_inputs [all_inputs -no_clocks]
set_input_delay [expr $clk_period * $clk_io_pct] -clock clk0 $non_clock_inputs
set_output_delay [expr $clk_period * $clk_io_pct] -clock clk0 [all_outputs]
==> changes_impl.md <==
### Metrics

* Synth Seq Share at 31.53%
* Dpl hpwl at 624.5 µm
* DRT Pass-1 Iters at 2
* Setup violators final at 0
* Period utilization at 97.27%
* Remaining routing DRC violations at 0
* Crit path max fanout at 4
* Vias per Instance at 2.968
* Sequential power share at 24.2%
* Drt first-iter violations at 52
* CP Class: register to primary output
* Worst slew pin tran at 0.2214 ns
* Worst setup path startpoint: u3.q
* F_max at 1028 MHz
* Critical path's slowest cell: dfxtp_2
* Die H at 80 µm
* Worst setup EP type: primary output
* Outcome: finished clean
* Ant. Diodes at 0
* Late-Pin Clk Latency at 0.34 ns
* Worst endpoint required time at 0.80 ns
* Chip Area, Yosys at 254.0 µm²
* All-layer global routing usage at 2.780%
* Synth area leader: dfxtp_1
* Remaining antenna violation count at 0
* VDD IR-drop max at 0.0002499 V
* Slew Limit Headroom at 85.24%
* Max-cap viol count at 0
* Net Sw Frac at 22.57%
* Reg2Reg Launch Point: u0.q
* Synth Area per Inst at 9.407 µm²
* Leak at 0.0001857 µW
* Clock Skew at 0.02343 ns
* Unrepaired setup endpoints after global routing: true
* First-pass GRT wire length at 1414 µm
* Max-slew violations at 0
* Seq cells post-synth at 4
* PortBufs at 12
* Ys Warns at 2
* Dominant cell area share at 31.53%
* WL final at 870 µm
* Min Tclk post-route at 0.9727 ns
* Via Count at 279
* Fillers at 392
* Cells after Synth at 27
* Critical R2R Capture: u1.q
* Tool Warnings at 27
* Die area at 6400 µm²
* Ys cells at 27
* Internal at 520.6 µW
* WHS Path Cells at 2
* Unique masters post-synth at 13
* CTS tree: built
* Switch Pwr at 151.7 µW
* Critical Path AT at 0.77 ns
* Kind of cell adding the most delay to the critical path: flip-flops
* Critical Path Max Stage Delay at 0.36 ns
* Worst slack after detailed placement at -0.4311 ns
* CTS clk-pin slew, worst paths at 0.07 ns
* Hold Path Class: input port to clock gate
* Final Non-Filler Cells at 94
* Largest net degree at the start of global routing at 9
* WHS at 0.3501 ns
* Worst R2R Path Depth at 2
* Worst path cell trace: buf_2
* Top cells by area: dfxtp_1 32%, buf_4 15%, or3b_1 14%
* FP Util at 7.436%
* Layout cells sized above 1 at 43.75%
* Area of the mapped netlist at 254.0 µm²
* HP Start: ASRight
* Power density cells at 1399 nW/µm²
* Dpl cells at 85
* Die width at 80 µm
* Setup TNS at 0 ns
* Placeable core area at 3416 µm²
* Worst Slack Setup Final at 0.02730 ns
* Reg2Reg Setup Slack at 0.03 ns
* Initial antenna violation count at 0
* Total grt overflow at 0
* Count of final hold-check violations at 0
* Worst Setup Start Kind: register
* Comb pwr share at 15.9%
* CP bufs+invs at 1
* Top cells excl fill/tap: 6 x clkbuf_4, 6 x clkdlybuf4s50_1, 6 x buf_4
* Layout area overhead at 89.16%
* Rows at 21
* I/O pins at 13
* WL per Instance at 9.255 µm
* Clock power share at 59.9%
* Vias in the first global route at 324
* GPL Wtd Cong at 0.7789
## synth_stat cells, drive strengths merged
cell type	instances
nand4b	1
buf	5
nor2	1
or3b	4
dfxtp	4
nand2b	1
o21ai	3
o221ai	1
mux2i	1
o21bai	2
nor2b	1
a311oi	1
a31oi	2
## power by group through the flow
| stage | Clock [µW] | Combinational (µW) | Sequential, µW |
|---|---|---|---|
| global route | 463 | 116 | 164 |
| CTS | 420 | 107 | 163 |
| finish | 403 | 107 | 163 |
## final cells by class
class | instances | area [µm²] | share of cell area (%)
Sequential cell | 4 | 85.08 | 17.71
Tap cell | 46 | 57.56 | 11.98
Clock buffer | 7 | 48.80 | 10.16
Multi-Input combinational cell | 18 | 136.4 | 28.39
Timing Repair Buffer | 19 | 152.6 | 31.77
## how the worst max path moves through the flow
stage | endpoint | slack [ns] | depth (start not counted)
after global routing | Q[0] | -0.03 | 1
final | Q[3] | 0.03 | 1
after CTS | Q[3] | 0.01 | 1
## state kept, by name, summed over array words and instances, names as in the netlist
register  count
u0.q          1
u1.q          1
u2.q          1
u3.q          1
## cell families after synthesis
group                  Yosys count  share of synthesized area (%)
AND-OR/OR-AND                    9                          26.10
AND/OR/NAND/NOR                  8                          23.65
flip-flops                       4                          31.53
multiplexers                     1                          3.941
buffers and inverters            5                          14.78
## metrics by stage
| stage | area [µm²] | power [µW] | util (%) |
|---|---|---|---|
| final | 480.5 | 672.4 | 14.07 |
| after CTS | 480.5 | 689.9 | 14.07 |
| after global routing | 480.5 | 743.3 | 14.07 |
| after detailed placement | 431.7 | 293.9 | 12.64 |
| after global placement | 431.7 | 294.0 | 12.64 |
| after floorplan | 254.0 | 224.1 | - |
## what timing repair did
action,CTS,global route
pin swaps,2,0
buffers inserted,1,0
resized,19,0
hold buffers,1,0
hold endpoints to repair,1,0
endpoints found under the setup margin,6,6
## routing by layer
metal  up-vias  global-route usage (%)  wire length (µm)  share of wire [%]
met5         -                       0                 0                  0
met4         0                  0.8803                 0                  0
met3         0                   2.045                66                7.6
met2        10                   4.414               422                 49
met1       127                   2.794               381                 44
li1        142                       -                 -                  -
Power is estimated from default activity; no workload was simulated.
